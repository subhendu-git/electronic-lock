## flow/design.v

```verilog
`timescale 1ns / 1ps
module project2(dip,btn,clk,anodes,cathodes,leds);
input [4:0] dip;
input [3:0] btn;
input clk;
output [3:0] anodes;
output [6:0] cathodes;
output [7:0] leds;
reg [3:0] anodes;
reg [6:0] cathodes;
reg [7:0] leds;
reg slow_clk1,slow_clk2;
integer d0 = 0,d1 = 0,d2 = 0,d3 = 0;  
integer pushcount = 0, clk_count1 = 0, clk_count2 = 0;
integer segment = 0, delay = 0;  
reg [1:0] status = 2'b00;  
reg[3:0] flag = 0;  
reg firstpress = 0;  
integer entrycount = 0;  
always @(posedge clk)
begin
	if(clk_count1 > 8000000)
	begin
		clk_count1 = 0;
		slow_clk1 = ~slow_clk1;  
	end
	else clk_count1 = clk_count1 + 1;
	if(clk_count2 > 100000)
	begin
		clk_count2 = 0;
		slow_clk2 = ~slow_clk2;  
	end
	else clk_count2 = clk_count2 + 1;
end
always @(posedge slow_clk1)
begin
	if(status == 2'b01)
		leds = ~leds;
	else
		leds = 0;
end
always @(posedge slow_clk2)
begin
	segment = (segment + 1)%4;
	if(status == 2'b00)  
	begin
		if(entrycount <= 5000)
		begin
			if(dip[3:0]==4'b0001)  
			begin
				if(btn[0] == 1 && flag[0] == 0)
					begin 
						d0 = d0 + 1;
						flag[0] = 1; 
						pushcount = pushcount + 1;
						if(firstpress == 0)	firstpress = 1;
					end
				else if(btn[0] == 0)	flag[0] = 0;
				if(btn[1] == 1 && flag[1] == 0)
					begin 
						d0 = d0 + 2;
						flag[1] = 1; 
						pushcount = pushcount + 1;
						if(firstpress == 0)	firstpress = 1;
					end
				else if(btn[1] == 0)	flag[1] = 0;
				if(btn[2] == 1 && flag[2] == 0)
					begin 
						d0 = d0 + 4;
						flag[2] = 1; 
						pushcount = pushcount + 1;
						if(firstpress == 0)	firstpress = 1;
					end
				else if(btn[2] == 0)	flag[2] = 0;
				if(btn[3] == 1 && flag[3] == 0)
					begin 
						d0 = d0 + 8;
						flag[3] = 1; 
						pushcount = pushcount + 1;
						if(firstpress == 0)	firstpress = 1;
					end
				else if(btn[3] == 0)	flag[3] = 0;
			end
			else if(dip[3:0]==4'b0010)  
			begin
				if(btn[0] == 1 && flag[0] == 0)
					begin 
						d1 = d1 + 1;
						flag[0] = 1; 
						pushcount = pushcount + 1;
						if(firstpress == 0)	firstpress = 1;
					end
				else if(btn[0] == 0)	flag[0] = 0;
				if(btn[1] == 1 && flag[1] == 0)
					begin 
						d1 = d1 + 2;
						flag[1] = 1; 
						pushcount = pushcount + 1;
						if(firstpress == 0)	firstpress = 1;
					end
				else if(btn[1] == 0)	flag[1] = 0;
				if(btn[2] == 1 && flag[2] == 0)
					begin 
						d1 = d1 + 4;
						flag[2] = 1; 
						pushcount = pushcount + 1;
						if(firstpress == 0)	firstpress = 1;
					end
				else if(btn[2] == 0)	flag[2] = 0;
				if(btn[3] == 1 && flag[3] == 0)
					begin 
						d1 = d1 + 8;
						flag[3] = 1; 
						pushcount = pushcount + 1;
						if(firstpress == 0)	firstpress = 1;
					end
				else if(btn[3] == 0)	flag[3] = 0;
			end
			else if(dip[3:0]==4'b0100)  
			begin
				if(btn[0] == 1 && flag[0] == 0)
					begin 
						d2 = d2 + 1;
						flag[0] = 1; 
						pushcount = pushcount + 1;
						if(firstpress == 0)	firstpress = 1;  
					end
				else if(btn[0] == 0)	flag[0] = 0;
				if(btn[1] == 1 && flag[1] == 0)
					begin 
						d2 = d2 + 2;
						flag[1] = 1; 
						pushcount = pushcount + 1;
						if(firstpress == 0)	firstpress = 1;
					end
				else if(btn[1] == 0)	flag[1] = 0;
				if(btn[2] == 1 && flag[2] == 0)
					begin 
						d2 = d2 + 4;
						flag[2] = 1; 
						pushcount = pushcount + 1;
						if(firstpress == 0)	firstpress = 1;
					end
				else if(btn[2] == 0)	flag[2] = 0;
				if(btn[3] == 1 && flag[3] == 0)
					begin 
						d2 = d2 + 8;
						flag[3] = 1; 
						pushcount = pushcount + 1;
						if(firstpress == 0)	firstpress = 1;
					end
				else if(btn[3] == 0)	flag[3] = 0;
			end
			else if(dip[3:0]==4'b1000)  
			begin
				if(btn[0] == 1 && flag[0] == 0)
					begin
						d3 = d3 + 1;
						flag[0] = 1; 
						pushcount = pushcount + 1;
						if(firstpress == 0)	firstpress = 1;
					end
				else if(btn[0] == 0)	flag[0] = 0;
				if(btn[1] == 1 && flag[1] == 0)
					begin 
						d3 = d3 + 2;
						flag[1] = 1; 
						pushcount = pushcount + 1;
						if(firstpress == 0)	firstpress = 1;
					end
				else if(btn[1] == 0)	flag[1] = 0;
				if(btn[2] == 1 && flag[2] == 0)
					begin 
						d3 = d3 + 4;
						flag[2] = 1; 
						pushcount = pushcount + 1;
						if(firstpress == 0)	firstpress = 1;
					end
				else if(btn[2] == 0)	flag[2] = 0;
				if(btn[3] == 1 && flag[3] == 0)
					begin 
						d3 = d3 + 8;
						flag[3] = 1; 
						pushcount = pushcount + 1;
						if(firstpress == 0)	firstpress = 1;
					end
				else if(btn[3] == 0)	flag[3] = 0;
			end
			if(pushcount > 20)  
			begin
				status = 2'b10;
				pushcount = 0;
				firstpress = 0;
				entrycount = 0;
			end
			else if(d0 == 9 && d1 == 8 && d2 == 8 && d3 == 3)  
			begin
				status = 2'b01;  
				pushcount = 0;
				firstpress = 0;
				entrycount = 0;
				flag = 0;
				d0 = 0;d1 = 0;d2 = 0;d3 = 0;
			end
			else
			begin
				case(segment)
					0: begin anodes = 4'b1111; cathodes = 7'b1111111; end  
					1: begin anodes = 4'b1101; cathodes = 7'b1000110; end	 
					2: begin anodes = 4'b1011; cathodes = 7'b1000000; end	 
					3: begin anodes = 4'b0111; cathodes = 7'b1000111; end	 
				endcase
			end
			if(firstpress == 1)
				entrycount = entrycount + 1;  
		end
		else
		begin
			status = 2'b10;  
			entrycount = 0;
			pushcount = 0;
			firstpress = 0;
		end
	end
	else if(status == 2'b01)  
	begin
		if(dip[4] == 1)  
		begin
			status = 2'b00;  
			pushcount = 0;
			flag = 0;
			d0 = 0;d1 = 0;d2 = 0;d3 = 0;
		end
		else
		begin
			case(segment)
				0: begin anodes = 4'b1110; cathodes = 7'b1000110; end  
				1: begin anodes = 4'b1101; cathodes = 7'b1000111; end  
				2: begin anodes = 4'b1011; cathodes = 7'b0101011; end  
				3: begin anodes = 4'b0111; cathodes = 7'b1000001; end  
			endcase
		end
	end
	else if(status == 2'b10)  
	begin
		if(delay > 2500)  
		begin
			delay = 0;
			status = 2'b00;
			pushcount = 0;
			flag = 0;
			d0 = 0;d1 = 0;d2 = 0;d3 = 0;
		end
		else
			delay = delay + 1;
		case(segment)
			0: begin anodes = 4'b1110; cathodes = 7'b0010010;end  
			1: begin anodes = 4'b1101; cathodes = 7'b1000001;end  
			2: begin anodes = 4'b1011; cathodes = 7'b0001000;end  
			3: begin anodes = 4'b0111; cathodes = 7'b0001100;end  
		endcase
	end
end
endmodule
```

## flow/constraint.sdc

```tcl
current_design project2

set clk_period 8.2
set clk_io_pct 0.2

create_clock -name clk0 -period $clk_period [get_ports {clk}]

set non_clock_inputs [all_inputs -no_clocks]
set_input_delay [expr $clk_period * $clk_io_pct] -clock clk0 $non_clock_inputs
set_output_delay [expr $clk_period * $clk_io_pct] -clock clk0 [all_outputs]
```

## flow/config.mk

```make
export PLATFORM = sky130hd
export DESIGN_NAME = project2
export DESIGN_NICKNAME = project2
export VERILOG_FILES = /design/flow/design.v
export SDC_FILE = /design/flow/constraint.sdc
export NUM_CORES = 4
export LEC_CHECK = 1
export CORE_UTILIZATION = 40
```

## flow/run.sh

```bash
#!/bin/bash
# OpenROAD 26Q1-2900-gdf79404cd8, Yosys 0.63+post, stock flow scripts
make -C /OpenROAD-flow-scripts/flow DESIGN_CONFIG=/design/flow/config.mk WORK_HOME=/design/flow/orfs finish
```

==> Implementation_results.wiki <==
== Flow metrics ==
{| class="wikitable"
! Metric !! Value
|-
| Remaining global-route overflow || 0
|-
| Initial antenna violation count || 3
|-
| Core box area || 89900 µm²
|-
| Arrival @ worst endpoint || 2.79 ns
|-
| Achievable clock frequency || 0.387 GHz
|-
| Register area share after synthesis || 24.4%
|-
| Area growth from synthesis to layout || 4.24%
|-
| Max VDD drop || 0.131 mV
|-
| Total GRT Usage || 26.1%
|-
| Wire length of the first global-routing pass || 186000 µm
|-
| Post-synth ARST share || 0%
|-
| Count of nets left with antenna violations after detail routing || 0
|-
| Critical path fanouts, max || 22
|-
| Clock latency reported for the late side of the worst-skew pair || 0.33 ns
|-
| Post-synthesis register bit count || 319
|-
| Capturing element type of the critical path || flop
|-
| Avg Vias per Cell || 6.25
|-
| Classification of the worst-slack hold path || reg2reg
|-
| Number of enable-type register cells in the synthesized netlist || 244
|-
| Worst max-slew margin expressed relative to the limit || 33.4%
|-
| Share of final-layout standard cells stronger than drive strength 1 || 4.58%
|-
| Path type of the worst setup path || reg2reg
|-
| Hold violation total from the final report || 0
|-
| CTS tree || yes
|-
| Total I/O pin count || 29
|-
| Number of standard-cell rows in the floorplan || 110
|-
| DRC marker count from the first detailed-route iteration || 3138
|-
| Starting density of the core || 40.3%
|-
| Area share of fa/ha/maj cells after synthesis || 1.11%
|-
| Final Critical Period || 2.58 ns
|-
| Data required time of the critical path || 8.41 ns
|-
| Synthesized-area fraction occupied by and/or/nand/nor cells || 35.3%
|-
| Sum Neg Setup Slack || 0 ns
|-
| Horiz. Die Dim || 303 µm
|-
| Compound-gate portion of the synthesized area || 18.5%
|-
| Overall die height || 303 µm
|-
| Count of unclocked register or latch pins || 253
|-
| Unrepaired setup endpoints after global routing || false
|-
| Number of pins with negative max-slew slack in the final report || 0
|-
| Final worst path period share || 31.5%
|-
| Area of the synthesized netlist per yosys stat || 36200 µm²
|-
| Most used flip-flop cell after synthesis || edfxtp_1
|-
| Instance tally after logic synthesis || 4722
|-
| HPWL after DPL || 91700 µm
|-
| Routability cong. || 1.00
|-
| Pwr dens || 21.6 nW/µm²
|-
| Vias in the first global route || 32013
|-
| Synth Area in XOR/XNOR || 14.8%
|-
| Maximum number of pins on one net before global-route repair || 169
|-
| Clock slew seen by the registers of the worst setup and hold paths || 0.05 ns
|-
| Worst-case setup margin in the final layout || 5.62 ns
|-
| Distinct lib cells || 113
|-
| Post-CTS sizing || 0
|-
| Total tool warning count || 35
|-
| Avg Inst Size Synth || 7.67 µm²
|-
| Kind of start point of the critical path || flop
|-
| Yosys synthesis warning count || 1
|-
| Average wire per cell in the routed design || 20.7 µm
|-
| Number of unconstrained endpoints || 514
|-
| Max-Cap Viols || 0
|-
| Netlist Area Pre-Place || 36200 µm²
|-
| Area of the die || 91800 µm²
|-
| CTS Root Buffer Type || clkbuf_16
|-
| H-tree depth || 3
|-
| First-pass DRT Iterations || 6
|-
| Number of buffers added by the clock tree synthesis step || 9
|-
| Outcome || finished, final reports clean
|-
| Total cells reported by yosys after synthesis || 4722
|-
| Static Leakage || 0.0116 µW
|-
| Multiplexer share || 1.82%
|-
| Max Clock Skew || 0.00413 ns
|-
| Vias post-DR || 35877
|-
| Setup repair bufs after CTS || 0
|-
| Routed Wire Length || 119000 µm
|-
| Port Buf Inserts || 28
|-
| Worst setup timing slack at the placement stage || 5.60 ns
|-
| Main kind of combinational logic by area || simple AND/OR/NAND/NOR gates
|-
| Slew at the pin closest to its max-slew limit || 0.990 ns
|-
| Remaining DRCs || 0
|-
| Maximum clock insertion buffer count || 2
|-
| Hold-fix buffers, CTS || 0
|-
| Setup-failing EPs final || 0
|}
==> cells in the mapped netlist, drive strengths merged (44+ instances only) <==
library cell | instances | area share (%)
nor2 | 499 | 5.2
inv | 86 | 0.89
o211ai | 51 | 1.1
nor2b | 44 | 0.76
a211oi | 55 | 1.2
buf | 58 | 0.90
nor4 | 173 | 3.3
and2 | 95 | 1.6
xnor2 | 384 | 9.3
clkbuf | 220 | 2.3
nand4 | 162 | 2.8
and3 | 130 | 2.2
nand3 | 244 | 3.4
a21oi | 196 | 2.7
edfxtp | 244 | 20
or3 | 86 | 1.5
nor3 | 220 | 3.1
a31oi | 76 | 1.3
o21ai | 151 | 2.1
xor2 | 208 | 5.0
dfxtp | 75 | 4.1
mux2i | 59 | 1.6
or4 | 60 | 1.3
nand2 | 412 | 4.3
==> critical path: stages (launching register included) <==
cell and delay (ns):
dfxtp_1 0.33, or4_1 0.56, nor3_1 0.27, o21ai_0 0.13, nand2_1 0.08, nand3_1 0.10, a41oi_2 0.54, buf_4 0.36
nor2_1 0.08
==> metrics by stage <==
stage	hold WS [ns]	power (µW)	utilization [%]	std cells	cell area (µm²)
6_report	0.453	816	42.0	5739	37800
5_1_grt	0.466	852	42.0	5735	37800
4_1_cts	0.452	824	42.0	5735	37800
3_5_place_dp	0.449	472	41.7	5719	37500
3_3_place_gp	0.442	471	41.7	5719	37500
2_1_floorplan	0.424	426	-	4722	36200
==> flip-flops by register name, summed over array words and instances (netlist names) <==
| name | flops |
|---|---|
| d3 | 32 |
| segment | 3 |
| leds | 8 |
| flag | 4 |
| firstpress | 1 |
| d2 | 32 |
| clk_count1 | 32 |
| clk_count2 | 32 |
| d1 | 32 |
| status | 2 |
| pushcount | 32 |
| d0 | 32 |
| delay | 32 |
| cathodes | 7 |
| entrycount | 32 |
| slow_clk1 | 1 |
| anodes | 4 |
| slow_clk2 | 1 |
==> where the power goes <==
part,internal (µW),switching [µW]
Combinational,45.2,97.2
Sequential,325,0
Clock,219,129
==> placed cells by master (no fill, tap or decap), types with 53 or more instances in the layout <==
master,synthesis,layout
inv_1,85,85
nand3_1,242,242
nor3_1,214,214
or4_1,57,57
xor2_1,208,208
mux2i_1,59,59
xnor2_1,383,383
buf_4,2,70
and3_1,130,130
and2_1,90,90
o21ai_0,139,139
a21oi_1,196,195
nand2_1,412,412
a211oi_1,53,53
nand4_1,160,160
edfxtp_1,244,244
a31oi_1,76,75
nor2_1,499,498
dfxtp_1,75,75
nor4_1,160,158
or3_1,85,85
==> path summary, 6_finish.rpt <==
check | end | slack (ns) | start | depth (start not counted)
hold reg to reg | clk_count2[31] | 0.45 | clk_count2[31] | 1
setup reg to reg | clk_count2[3] | 5.62 | clk_count2[13] | 8
hold / removal | clk_count2[31] | 0.45 | clk_count2[31] | 1
setup / recovery | clk_count2[3] | 5.62 | clk_count2[13] | 8
==> cells by family after synthesis <==
| logic type | after synthesis |
|---|---|
| xor gates and xnor gates | 599 |
| buffers and inverters | 366 |
| muxes | 65 |
| and+or+nand+nor | 2383 |
| AOI/OAI and AO/OA | 958 |
| adders and majority gates | 32 |
| DFF | 319 |
==> layer usage <==
metal  routed length (µm)  up-vias  part of all wire (%)  track usage, %
li1                     -    17473                     -               -
met1                54400    16926                    46            39.9
met2                52500     1291                    44            39.4
met3                 8090      183                   6.8            3.66
met4                 3790        4                   3.2            6.84
met5                   26        -                 0.022               0
==> layout make-up <==
class	count	area [µm²]
diodes	4	10.0
inverters	88	330
well taps	1176	1470
fillers	9120	52100
clock buffers	13	260
clock inverters	3	15.0
repair buffers	99	826
flip-flops and latches	319	8830
multi-input cells	4037	26000
No activity file was given, so power comes from the tool's default toggle rates.
